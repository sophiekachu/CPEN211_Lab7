==> design/flow/design.v <==
module ALU(ALUop, Ain, Bin, result, status) ;
	input [1:0] ALUop ;
	input [15:0] Ain, Bin ;
	output[15:0] result ;
	output [2:0] status ;
	reg [15:0] result ;
	reg [2:0] status ;
	reg ALUaddsub ;
	wire MSB ;
	wire ovf ;
	assign MSB = result[15] ; 
	always @(*) begin
		case(ALUop)
			2'b00: result = Ain + Bin ;
			2'b01: result = Ain - Bin ;
			2'b10: result = Ain & Bin ;
			2'b11: result = ~Bin ;
		endcase 
	end
	always @(*) begin
		if(ALUop[1] == 0)
			ALUaddsub = ALUop[0] ? 1'b1 : 1'b0 ;
		else
			ALUaddsub = 1'bx ;
	end
	Overflow #(16)testingOver(.a(Ain) , .b(Bin), .sub(ALUaddsub), .ovf(ovf) ) ;
	always @(*) begin
		if(result == 0)
			status = {1'b1, MSB, ovf} ;
		else 
			status = {1'b0, MSB, ovf} ;
	end
endmodule 
module Overflow(a, b, sub, ovf) ;
	parameter n = 8 ;
	input [n-1:0] a, b ;
	input sub ;            
	wire [n-1:0] s ;
	output ovf ;           
	wire c1, c2 ;          
	wire ovf = c1 ^ c2 ;   
	Adder1 #(n-1) ai(a[n-2:0],b[n-2:0]^{n-1{sub}},sub,c1,s[n-2:0]) ;
	Adder1 #(1)   as(a[n-1],b[n-1]^sub,c1,c2,s[n-1]) ;
endmodule
module Adder1(a,b,cin,cout,s) ;
	parameter n = 8 ;
	input [n-1:0] a, b ;
	input cin ;
	output [n-1:0] s ;
	output cout ;
	wire [n-1:0] s;
	wire cout ;
	assign {cout, s} = a + b + cin ;
endmodule 
==> design/flow/run.sh <==
#!/bin/bash
# OpenROAD 26Q1-2900-gdf79404cd8, Yosys 0.63+post, stock flow scripts
make -C /OpenROAD-flow-scripts/flow DESIGN_CONFIG=/design/flow/config.mk WORK_HOME=/design/flow/orfs finish
==> design/flow/config.mk <==
export PLATFORM = sky130hd
export DESIGN_NAME = ALU
export DESIGN_NICKNAME = ALU
export VERILOG_FILES = /design/flow/design.v
export SDC_FILE = /design/flow/constraint.sdc
export NUM_CORES = 4
export LEC_CHECK = 1
export CORE_AREA = 10 10 99 99
export DIE_AREA = 0 0 109 109
==> design/flow/constraint.sdc <==
current_design ALU

set clk_period 11.8
set clk_io_pct 0.2

create_clock -name clk0 -period $clk_period

set non_clock_inputs [all_inputs -no_clocks]
set_input_delay [expr $clk_period * $clk_io_pct] -clock clk0 $non_clock_inputs
set_output_delay [expr $clk_period * $clk_io_pct] -clock clk0 [all_outputs]
==> results.toml <==
# yosys + openroad results
[detailed_routing]
wl_mm = 6.05
post_drt_via_cell_ratio = 4.90
first_iter_violations = 123
drt-pass1-iter-count = 4
drc = 0
routedWlPerCell_um = 14.1
diodes = 0
drtAntennaViolNets = 0
vias = 2100

[yosys]
ys_seq_frac = 0
synth.most_common_cell = "o21ai_0"
ys_types = 36
synth_area_um2 = 1920
top_cells_by_area = "ha_1 21%, xor2_1 13%, o21ai_0 9.4%"
ys_area_um2 = 1920
ys.warnings.count = 1
synthCells = 289
avgSynthCellArea_um2 = 6.65
synthTopCellsByCount = "36 x o21ai_0, 32 x ha_1, 29 x xor2_1, 24 x nand2_1, 22 x nor2_1"
yosysTopAreaCellShare = 0.208
synth_area_leader_cell = "ha_1"
ys_cells = 289

[worst_setup_path]
cp-end-kind = "primary output"
critPathTopFamily = "simple AND/OR/NAND/NOR gates"
critPathBufInv = 4
cp_slowest_cell = "clkdlybuf4s50_1"
cpMostUsedCell = "or4_1"
crit_arrival_ns = 7.51
cpPeakStageDelay_ns = 0.51
cp_max_fo = 31
cp_num_cells = 17
cp_cell_sequence = "clkdlybuf4s50_1 > buf_4 > inv_1 > nor2_1 > nor2_1 > xnor2_1 > ha_1 > nor2b_2 > o31a_2 > a21oi_1 > o21a_1 > or4_1 > or4_1 > or4_1 > or4_1 > nor4_2 > clkdlybuf4s50_1"
worstSetupPathType = "primary input to primary output"
crit_path_start_kind = "primary input"
worstPathRequired_ns = 9.44

[timing]
setup_tns_ns = 0
setup_viol = 0
hold-worst-slack_ns = 5.82
fin_crit_ns = 9.87
fin_ws_ns = 1.93
max_slew.worst_pin.slew_ns = 0.741
max_freq_mhz = 101
max_slew_margin = 0.505
rsz0062_at_grt = "false"
finalHoldViolCount = 0
min_period_over_period = 0.837
slew_violations = 0

[power]
p_leak_uw = 0.00103
p_per_area_nw_per_um2 = 57.6
peakVddDrop_v = 0.0000114

[layout]
stdcell_area_um2 = 2520
regArea_um2 = 0
sequential_cell_total = 0
logic_area_um2 = 1810
fill_cells = 829
syn_to_final_growth_pct = 31.0
layout-drive-gt1-share = 0.0214
clock_buffers = 0

[cts]
hold_buffers = 0
postCtsSetupRepairBufs = 0
postCtsResizedCells = 0

[die]
fp-row-count = 32
core-area_um2 = 7730
initial_core_util = 0.249
die_height_um = 109
io_pins = 53
die_w_um = 109
dieArea_um2 = 11900

[min_path]
worstHoldPathCells = 4
min_path_type = "primary input to primary output"

[placed_design]
post-dp-hpwl_mm = 5.17
dp_slack_ns = 1.93
post_dp_cell_area_um2 = 2520
globalplace.congestion = 0.899
port_buffers = 53

[run]
warnings = 33
drv_cap = 0

[run_status]
status = "finished clean"

[grt]
gr-total-overflow = 0
grt_max_degree = 37
grt_first_pass_wirelength_mm = 9.87
first_global_vias = 1954
grt_usage = 0.0992
antenna_found_initial = 0
cell families (layout without fill, tap and decap cells):
group	after synthesis	count (layout)	synth area share
xor gates and xnor gates	41	41	0.187
and+or+nand+nor	100	100	0.260
adders and majority gates	33	33	0.219
buffers and inverters	26	64	0.0573
AOI/OAI and AO/OA	89	89	0.277
placed cells by master (no fill, tap or decap), types with 2 or more instances in the layout:
cell | Yosys | layout
clkdlybuf4s50_1 | 0 | 53
o21ai_0 | 36 | 36
ha_1 | 32 | 32
xor2_1 | 29 | 29
nand2_1 | 24 | 24
nor2_1 | 22 | 22
a21oi_1 | 20 | 20
xnor2_1 | 12 | 12
nand3_1 | 11 | 11
nor3_1 | 10 | 10
inv_1 | 9 | 9
nand2b_1 | 7 | 7
a31oi_1 | 7 | 7
nor2b_1 | 6 | 6
o31ai_1 | 6 | 6
and3_1 | 6 | 6
or4_1 | 5 | 5
a21o_1 | 4 | 4
o21a_1 | 4 | 4
or3_1 | 3 | 3
a211oi_1 | 3 | 3
o2111ai_1 | 3 | 3
nand4_1 | 2 | 2
buf_4 | 3 | 2
report_power, final:
part / internal [µW] / switching [µW]
logic: 75.6 / 69.5
clock network: 0 / 0
registers: 0 / 0
area by class of cell:
class | instances | share of cell area
inverter | 9 | 0.0134
multi-input combinational | 263 | 0.719
tap | 102 | 0.0506
timing repair buffer | 55 | 0.216
worst paths after layout:
path,start,endpoint
worst max-delay path,ALUop[0],status[2]
worst min-delay path,Ain[1],result[1]
worst min-delay path, stage by stage:
cell and delay (ns):
clkdlybuf4s50_1 0.48, nand3_1 0.10, a31oi_1 0.11, clkdlybuf4s50_1 0.41
layer usage:
metal,share of wire,GRT usage,routed length [µm]
met3,0.023,0.00597,140
met4,0.0084,0.00659,51
met1,0.48,0.139,2930
met5,0,0,0
met2,0.48,0.171,2930
stage by stage:
stage / utilization / total power [µW] / std cells
5_1_grt: 0.326 / 164 / 429
3_5_place_dp: 0.326 / 145 / 429
2_1_floorplan: - / 89.4 / 289
3_3_place_gp: 0.326 / 145 / 429
4_1_cts: 0.326 / 146 / 429
6_report: 0.326 / 145 / 429
Power figures rest on the tool's default switching activity, not on a simulated workload.
