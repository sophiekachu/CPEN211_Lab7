<file path="design/flow/design.v">
module Mux8s8(a7, a6, a5, a4, a3, a2, a1, a0, s, b) ;
	parameter k = 16 ;
	input [k-1:0] a7, a6, a5, a4, a3, a2, a1, a0 ; 	 
	input [7:0]   s ;  				 
	output[k-1:0] b ;
	reg   [k-1:0] b ;
	always @(*) begin
		case(s)
			8'b00000001: b = a0 ;
			8'b00000010: b = a1 ;
			8'b00000100: b = a2 ;
			8'b00001000: b = a3 ;
			8'b00010000: b = a4 ;
			8'b00100000: b = a5 ;
			8'b01000000: b = a6 ;
			8'b10000000: b = a7 ;
			default: b = 1'bx ;
		endcase
	end
endmodule 
module register(data_in, writenum, write, readnum, clk, data_out) ;
	input write, clk ;
	input [15:0] data_in ;
	input [2:0] writenum, readnum ;
	output[15:0] data_out ;
	wire[15:0] data_out ;
	wire[7:0] ANDED_results ;	 
	wire[7:0] decoder_results1 ;	 
	wire[15:0] R0, R1, R2, R3, R4, R5, R6, R7; 		 
	wire[7:0] outRead ;  		 
	Decoder dec38w(.a(writenum), .b(decoder_results1)) ; 
	Decoder dec38r(.a(readnum), .b(outRead)) ;   
	Mux8s8 multiplexer(.a0(R0), .a1(R1), .a2(R2), .a3(R3), .a4(R4), .a5(R5), .a6(R6), .a7(R7), .s(outRead), .b(data_out)) ;
	vDFFE #(16)Reg0(.clk(clk), .load(ANDED_results[0]), .in(data_in), .out(R0) ) ;
	vDFFE #(16)Reg1(.clk(clk), .load(ANDED_results[1]), .in(data_in), .out(R1) ) ;
	vDFFE #(16)Reg2(.clk(clk), .load(ANDED_results[2]), .in(data_in), .out(R2) ) ;
	vDFFE #(16)Reg3(.clk(clk), .load(ANDED_results[3]), .in(data_in), .out(R3) ) ;
	vDFFE #(16)Reg4(.clk(clk), .load(ANDED_results[4]), .in(data_in), .out(R4) ) ;
	vDFFE #(16)Reg5(.clk(clk), .load(ANDED_results[5]), .in(data_in), .out(R5) ) ;
	vDFFE #(16)Reg6(.clk(clk), .load(ANDED_results[6]), .in(data_in), .out(R6) ) ;
	vDFFE #(16)Reg7(.clk(clk), .load(ANDED_results[7]), .in(data_in), .out(R7) ) ;
	assign ANDED_results[0] = write & decoder_results1[0] ;
	assign ANDED_results[1] = write & decoder_results1[1] ;
	assign ANDED_results[2] = write & decoder_results1[2] ;
	assign ANDED_results[3] = write & decoder_results1[3] ;
	assign ANDED_results[4] = write & decoder_results1[4] ;
	assign ANDED_results[5] = write & decoder_results1[5] ;
	assign ANDED_results[6] = write & decoder_results1[6] ;
	assign ANDED_results[7] = write & decoder_results1[7] ;
endmodule
module Decoder(a, b) ;
	parameter n = 3 ;
	parameter m = 8 ;
	input  [n-1:0] a ;
	output [m-1:0] b ;
	wire [m-1:0] b = 1<<a;
endmodule 
module vDFFE(clk, load, in, out) ;
  parameter n = 16;   
  input clk, load ;
  input  [n-1:0] in ;
  output [n-1:0] out ;
  reg    [n-1:0] out ;
  wire   [n-1:0] next_out;
  assign next_out = load ? in : out;
  always @(posedge clk)
    out = next_out;
endmodule 
</file>
<file path="design/flow/run.sh">
#!/bin/bash
# OpenROAD 26Q1-2900-gdf79404cd8, Yosys 0.63+post, stock flow scripts
make -C /OpenROAD-flow-scripts/flow DESIGN_CONFIG=/design/flow/config.mk WORK_HOME=/design/flow/orfs finish
</file>
<file path="design/flow/config.mk">
export PLATFORM = sky130hd
export DESIGN_NAME = register
export DESIGN_NICKNAME = register
export VERILOG_FILES = /design/flow/design.v
export SDC_FILE = /design/flow/constraint.sdc
export NUM_CORES = 4
export LEC_CHECK = 1
export CORE_UTILIZATION = 40
</file>
<file path="design/flow/constraint.sdc">
current_design register

set clk_period 3.3
set clk_io_pct 0.2

create_clock -name clk0 -period $clk_period [get_ports {clk}]

set non_clock_inputs [all_inputs -no_clocks]
set_input_delay [expr $clk_period * $clk_io_pct] -clock clk0 $non_clock_inputs
set_output_delay [expr $clk_period * $clk_io_pct] -clock clk0 [all_outputs]
</file>
==> reports/qor.txt <==
GRT Total Usage: 0.1495
First-pass GRT wire length: 12610 um
Setup TNS: 0 ns
Max-Slew Margin vs Limit: 0.5692
Post-DRT Antenna Nets: 0
Crit path launch type: input port
CP dominant cell by count: clkdlybuf4s50_1
Flops & latches, synth: 128
CTS clk-pin slew, worst paths: 0.05 ns
Largest net degree at the start of global routing: 33
Yosys chip area: 4966 sq um
Share of cells above drive strength 1: 0.2509
Max-cap violation count: 0
Peak supply drop: 0.3593 mV
Crit-path max FO: 12
Peak Freq: 315.1 MHz
Syn Inst Count: 199
Compound Share, Synth: 0
Gate Area: 1060 sq um
RSZ-0062 raised after global routing: no
CP delay by family, top: buffers and inverters
CP arrival: 2.51 ns
Main logic family after synthesis: multiplexers
Die X: 113.4 um
Via density per instance: 4.936
DIE AREA: 12860 sq um
Iteration-0 DRC Markers: 139
TritonCTS clock tree: yes
Tmin final: 3.174 ns
Crit path DRT: 2.64 ns
Site Rows: 40
Vias in the first global route: 2313
Mapped Area: 4966 sq um
Post-CTS Setup Inserts: 0
Fp_density: 0.4117
Outcome: completed
Worst Hold Class: input port to flip-flop
Sequential area share after synthesis: 0.7740
Die y size: 113.4 um
Xor/xnor share: 0
Placer Congestion: 0.7175
Simple share: 0.01184
Min-delay src: data_in[8]
Ys cells: 199
Clk sinks: 128
H-tree Lvls: 4
Total number of vias: 2167
Hpwl dp: 4442 um
Final Hold Viols: 0
Clock Path Buffers: 2
Crit path buffers/inverters: 3
Least-Margin Pin Slew: 0.6427 ns
Tool warnings: 25
Detailed Routing Iterations Pass 1: 4
Hold Path End: Reg7.out[8]$_DFFE_PP_
Total core area: 12060 sq um
Drt drc: 0
Adder share: 0
Dominant logic cell types in the final layout: edfxtp_1 (128), clkdlybuf4s50_1 (38), mux4_1 (24)
Crit path launch: readnum[2]
Leakage: 2.073 nW
Slowest-stage cell, CP: clkdlybuf4s50_1
PwrDens: 636.2 nW/um^2
Hold Path Stages: 1
Avg Inst Size Synth: 24.95 sq um
Crit. End Element: primary output
P&R area growth vs syn: 25.77%
Commonest Layout Cell: edfxtp_1
Crit-path max cell delay: 0.54 ns
Pins over their slew limit: 0
Fillers: 954
Worst-path cell chain: clkdlybuf4s50_1 -> buf_12 -> mux4_2 -> mux2_2 -> clkdlybuf4s50_1
Fin crit share: 0.9618
CTS Hold Bufs: 0
Library cells used by synthesis: 13
Remaining Overflow, GRT: 0
CP Class: input port to primary output
Tot Pwr: 3.974 mW
Io pins: 40
IO Port Bufs: 39
Endpoints failing setup: 0
Antenna violations before repair: 0
WL final: 8260 um
Register area: 3844 sq um
Mux share: 0.1995
DR WL/cell: 18.82 um
CTS Root Cell: clkbuf_16
CTS Buf Count: 17
Synth warnings: 2
# diodes: 0
==> power breakdown <==
| part | internal [mW] | switching, mW | leakage [nW] |
|---|---|---|---|
| clock | 1.26 | 0.643 | 0.291 |
| sequential | 1.85 | 0.00923 | 1.16 |
| combinational | 0.132 | 0.0866 | 0.620 |
| total | 3.24 | 0.738 | 2.07 |
==> through the flow <==
step,hold WS [ns],setup WS [ns],util,instances,instance area [sq um]
floorplan,0.7589,0.9169,-,199,4966
global placement,1.390,0.09366,0.4665,408,5627
detailed placement,1.401,0.09424,0.4665,408,5627
CTS,0.9831,0.06858,0.5175,439,6242
global route,0.9956,0.04038,0.5178,439,6246
finish,0.9788,0.1261,0.5178,439,6246
==> cells by family (layout without fill, tap and decap cells) <==
logic type / after synthesis / after routing
flip-flops: 128 / 128
multiplexers: 48 / 48
AND/OR/NAND/NOR: 13 / 13
buffers and inverters: 10 / 82
==> layer usage <==
layer	wire length, um	global-route usage	share of wire	vias to the layer above
li1	-	-	-	990
met1	3382	0.2243	0.41	1071
met2	3905	0.2151	0.47	98
met3	864	0.09096	0.10	8
met4	106	0.01667	0.013	0
met5	0	0	0	-
==> layout make-up <==
type / instances / area share
clock buffer: 17 / 0.06811
multi-input combinational: 61 / 0.1697
sequential: 128 / 0.6154
timing repair buffer: 51 / 0.08273
tap: 168 / 0.03365
clock inverter: 14 / 0.03045
==> flip-flops by register name, indices dropped and copies added, names as in the netlist <==
register	flops
Reg0.out	16
Reg1.out	16
Reg2.out	16
Reg3.out	16
Reg4.out	16
Reg5.out	16
Reg6.out	16
Reg7.out	16
==> Yosys cell counts <==
library cell / count / area share
buf_6: 4 / 0.0091
nand2b_1: 3 / 0.0038
buf_1: 1 / 0.00076
mux2_2: 16 / 0.036
nand2_1: 2 / 0.0015
buf_2: 3 / 0.0030
clkbuf_1: 1 / 0.00076
mux4_1: 24 / 0.13
edfxtp_1: 128 / 0.77
mux4_2: 8 / 0.036
clkbuf_2: 1 / 0.0010
nor3_1: 2 / 0.0020
nor2_1: 6 / 0.0045
==> how the worst max path moves through the flow <==
stage               to  slack, ns  cells past startpoint
6_report  data_out[15]       0.13                      5
5_1_grt   data_out[15]       0.04                      5
4_1_cts   data_out[12]       0.07                      5
==> timing repair <==
action | CTS | global route
resized | 0 | 1
setup endpoints to repair | 0 | 2
endpoints found under the hold margin | 0 | 0
Power figures rest on the tool's default switching activity, not on a simulated workload.
